==> design/flow/design.v <==
module MIPSALU (ALUctl, A, B, ALUOut, Zero);
 input [3:0] ALUctl;
 input [31:0] A,B;
 output reg [31:0] ALUOut;
 output Zero;
 assign Zero = (ALUOut==0);  
 always @(ALUctl, A, B) begin  
 	case (ALUctl)
 		0: ALUOut <= A & B;
 		1: ALUOut <= A | B;
	    2: ALUOut <= A + B;
        6: ALUOut <= A - B;
        7: ALUOut <= A < B ? 1 : 0;
       12: ALUOut <= ~(A | B);  
		default: ALUOut <= 0;
 	endcase
 end
endmodule
==> design/flow/run.sh <==
#!/bin/bash
# OpenROAD 26Q1-2900-gdf79404cd8, Yosys 0.63+post, stock flow scripts
make -C /OpenROAD-flow-scripts/flow DESIGN_CONFIG=/design/flow/config.mk WORK_HOME=/design/flow/orfs finish
==> design/flow/config.mk <==
export PLATFORM = sky130hd
export DESIGN_NAME = MIPSALU
export DESIGN_NICKNAME = MIPSALU
export VERILOG_FILES = /design/flow/design.v
export SDC_FILE = /design/flow/constraint.sdc
export NUM_CORES = 4
export LEC_CHECK = 1
export CORE_UTILIZATION = 40
==> design/flow/constraint.sdc <==
current_design MIPSALU

set clk_period 14.6
set clk_io_pct 0.2

create_clock -name clk0 -period $clk_period

set non_clock_inputs [all_inputs -no_clocks]
set_input_delay [expr $clk_period * $clk_io_pct] -clock clk0 $non_clock_inputs
set_output_delay [expr $clk_period * $clk_io_pct] -clock clk0 [all_outputs]
==> qor.csv <==
metric;value;unit
status;finished clean;
p_leak;3.24;nW
max_freq;93.1;MHz
path_class;in -> out;
dp.cells;1207;
route.detailed.wl_per_inst;20.5;um
ant_nets;0;
final_core_util;0.487;
nClkBuffers;0;
hold_path_class;in -> out;
maxCapViolCount;0;
core;15300;sq um
topCellsByArea;ha_1 20%, a21oi_1 6.7%, inv_1 5.7%, nor2_1 5.2%, o21ai_0 4.0%;
powerDensity;38.4;nW/um^2
num_rows;45;
die_w;128;um
ys_seq_share;0;
vias_per_cell;6.25;
antenna_found_initial;0;
grt_max_degree;32;
postSynthCellCount;940;
flops;0;
finalWeightedCongestion;1.00;
instances_no_fill;1207;
grt_pass1_vias;6728;
slew_violations;0;
drt_pre_antenna_iters;6;
setup_slack;3.86;ns
pin_count;101;
synth_area;6330;sq um
hold_violations;0;
grt-ovfl-total;0;
antenna_cells;0;
lay_top_cells;101 x ha_1, 101 x clkdlybuf4s50_1, 96 x inv_1;
ys_types;96;
dp_hpwl;19.7;mm
vdd_ir_drop_max;21.5;uV
die_area;16300;sq um
cts_resized;0;
dp_slack;3.99;ns
rsz0062_at_grt;no;
crit_path_end_kind;output pin;
areaGrowthSynthToFinish;17.7;%
yosys.area.top_type;ha_1;
route.met2.wl;10.6;mm
finalCritPeriodShare;0.735;
power;0.286;mW
drtIter0Drc;753;
cp.arrival;7.82;ns
ys_area;6330;sq um
fin_crit;10.74;ns
avgSynthCellArea;6.74;sq um
wl_met3;2.13;mm
ys_warn_count;1;
crit_required;11.68;ns
drc;0;
io_buffers;101;
met1_length;11.2;mm
slew_headroom;0.313;
top_layer_used;met4;
vias;7543;
setup_viol;0;
drive_gt1_frac;0.0602;
postRouteWirelength;24.8;mm
warnings;101;
cts_setup_buffers;0;
grt_first_pass_wirelength;38.1;mm
yosys_cells;940;
seq_area;0;sq um
die_h;128;um
hold_depth;4;
crit_path_max_fanout;21;
top_area_frac;0.200;
tightest_slew;1.02;ns
gr-usage-all-layers;0.303;
fp_util;0.413;
holdBufCountCts;0;
n_fill_cell;1585;
cp-start-kind;input pin;
tns;0;ns
==> per-stage QoR <==
step / hold WS, ns / area (sq um)
after floorplan: 6.14 / 6330
after global placement: 7.14 / 7450
after detailed placement: 7.16 / 7450
after CTS: 7.15 / 7450
after global routing: 7.20 / 7450
final: 7.15 / 7450
==> critical path: stages <==
cell             delay, ns
clkdlybuf4s50_1       0.96
nor2_1                0.34
nand2_1               0.52
buf_4                 0.36
o31a_1                0.18
nand3_1               0.08
or4_1                 0.48
or4_1                 0.45
or4_1                 0.46
nor4b_2               0.25
nor4b_2               0.28
clkdlybuf4s50_1       0.51
==> synthesized netlist by cell type, types with 17 or more instances <==
library cell,instances
clkbuf_1,33
a21oi_1,85
nand2_1,62
nor3_1,17
nand2b_1,17
a221oi_1,18
inv_1,96
ha_1,101
a21o_1,19
o21ai_0,50
nor2_1,88
a211oi_1,18
==> kinds of logic (layout without fill, tap and decap cells) <==
group / Yosys count / in the layout / share of synthesized area
xor+xnor: 8 / 8 / 0.0111
fa+ha+maj: 103 / 103 / 0.206
buf+inv: 152 / 208 / 0.0982
mux: 7 / 7 / 0.0115
simple gates: 309 / 309 / 0.263
compound gates: 361 / 361 / 0.411
==> layout make-up <==
| class | instances | area (sq um) | area share |
|---|---|---|---|
| inverters | 96 | 360 | 0.0483 |
| well taps | 211 | 264 | 0.0354 |
| multi-input cells | 788 | 5740 | 0.770 |
| repair buffers | 112 | 1090 | 0.147 |
==> power by group <==
group	total, mW	internal (mW)	leakage, nW	switching (mW)
combinational	0.286	0.118	3.24	0.168
clock	0	0	0	0
sequential	0	0	0	0
total	0.286	0.118	3.24	0.168
==> layer usage <==
metal,up-vias,track usage
li1,3629,-
met1,3471,0.444
met2,375,0.458
met3,68,0.0391
met4,0,0.0983
met5,-,0
==> path summary, 6_finish.rpt <==
kind,from,endpoint,slack (ns)
min,ALUctl[1],ALUOut[13],7.15
max,ALUctl[3],Zero,3.86
No activity file was given, so power comes from the tool's default toggle rates.
